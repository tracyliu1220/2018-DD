File: /design/flow/design.v
module Lab3_Mealy_state_diagram(z, x, clock, reset);
	output reg z;
	input x, clock, reset;
	reg [1:0]	state, next_state;
	parameter 	S0 = 2'b00,
				S1 = 2'b01,
				S2 = 2'b10,
				S3 = 2'b11;
	always @ (posedge clock, negedge reset) begin
		if (reset == 0) state <= S0;
		else state <= next_state;
	end
	always @ (state, x) begin
		case(state)
			S0:	if(x) next_state = S3;
				else next_state = S1;
			S1:	if(x) next_state = S1;
				else next_state = S2;
			S2:	if(x) next_state = S3;
				else next_state = S0;
			S3:	if(x) next_state = S3;
				else next_state = S1;
		endcase
	end
	always @ (state, x) begin
		case (state)
			S1, S3: z = 0;
			S0, S2: z = ~x;
		endcase
	end
endmodule
File: /design/flow/run.sh
#!/bin/bash
# OpenROAD 26Q1-2900-gdf79404cd8, Yosys 0.63+post, stock flow scripts
make -C /OpenROAD-flow-scripts/flow DESIGN_CONFIG=/design/flow/config.mk WORK_HOME=/design/flow/orfs finish
File: /design/flow/config.mk
export PLATFORM = sky130hd
export DESIGN_NAME = Lab3_Mealy_state_diagram
export DESIGN_NICKNAME = Lab3_Mealy_state_diagram
export VERILOG_FILES = /design/flow/design.v
export SDC_FILE = /design/flow/constraint.sdc
export NUM_CORES = 4
export LEC_CHECK = 1
export CORE_AREA = 10 10 70 70
export DIE_AREA = 0 0 80 80
File: /design/flow/constraint.sdc
current_design Lab3_Mealy_state_diagram

set clk_period 1.2
set clk_io_pct 0.2

create_clock -name clk0 -period $clk_period [get_ports {clock}]

set non_clock_inputs [all_inputs -no_clocks]
set_input_delay [expr $clk_period * $clk_io_pct] -clock clk0 $non_clock_inputs
set_output_delay [expr $clk_period * $clk_io_pct] -clock clk0 [all_outputs]
==> impl_metrics.yaml <==
# synthesis and place-and-route metrics
setup_path:
  cp_cell_sequence: "nor2_2 -> nor2_1 -> buf_2"
  max_stage_delay_ns: 0.53
  rr_startpoint: "state[0]"
  crit_start: "state[0]"
  worstPathMaxFanout: 2
  crit_path_start_kind: "register"
  crit_required_ns: 0.96
  critPathBufInv: 1
  end_kind: "output port"
  cp-endpoint: "z"
  cp_slowest_cell: "dfstp_2"
  rrSetupSlack_ns: 0.30
  path_depth: 3
  cp.arrival_ns: 0.99
  r2r_cells: 3
  crit_type: "register to output port"
  path_delay_family: "flip-flops"
power:
  seq_power_share_pct: 41.4
  pwr-share-comb_pct: 9.1
  clkPwrFrac_pct: 49.5
  swShare_pct: 22.00
  power_density_mw_per_mm2: 1411
  irDropWorstVdd_uv: 219.8
  p_sw_mw: 0.08349
  p_int_mw: 0.2960
  leakage_nw: 0.1036
floorplan:
  rows: 21
  die-area_sq_mm: 0.006400
  fp_util_pct: 4.176
  die_y_microns: 80
  io-pin-count: 4
  core_sq_mm: 0.003416
  die_w_microns: 80
layout:
  stdcell_area_sq_um: 269.0
  logic_area_sq_um: 43.79
  fill_cells: 408
  synthToLayoutAreaGrowth_pct: 88.60
  drive_gt1_share_pct: 38.10
  seq_area_sq_um: 101.3
detailed_routing:
  num_vias: 122
  drtAntennaViolNets: 0
  routed_wl_microns: 354
  wl_per_cell_microns: 5.284
  route.antenna.diode_count: 0
  drt_iter0_markers: 7
  drt-pass1-iter-count: 3
  drc: 0
  viasPerCell: 1.821
clock_tree:
  worstSkewPairLatency_ns: 0.24
  cts_buffers: 3
  clkTransAtPathRegs_ns: 0.04
  cts_htree_levels: 1
  cts_sinks: 4
  cts_buffer_depth: 2
  tritoncts: "built"
  clock-root-buffer: "clkbuf_4"
synthesis:
  postSynthAreaPerCell_sq_um: 11.89
  flop_cell: "dfrtp_1"
  ys_area_sq_um: 142.6
  synth_cell_types: 7
  common_cells: "dfrtp_1, nor2_1, nor2b_1"
  yosysTopAreaCell: "dfrtp_1"
  ys_cells: 12
  edf_count: 0
  syn_inst: 12
  synth_top_area_share_pct: 52.63
  syn_area_sq_um: 142.6
  ys_ff: 4
  ys_warn_count: 1
  synth_seq_share_pct: 71.05
  yosys-top-cells-area: "dfrtp_1, dfstp_2, nor2b_1, nor2_1, o31a_1"
  synthArstFlopShare_pct: 100.0
sta:
  maxSlewViolCount: 0
  slew-limit-headroom_pct: 87.38
  finalHoldViolations: 0
  holdWs_ns: 0.2054
  fmax_mhz: 813.1
  finalCritPeriodShare_pct: 102.5
  tightest_slew_ns: 0.1888
  fin_skew_ns: 0.0007818
  setup_slack_ns: -0.02988
  setup_violations: 1
  rsz0062_at_grt: "true"
  min_period_ns: 1.230
grt:
  grtUsageTotal_pct: 1.369
  gr-total-overflow: 0
  grt_pass1_wl_microns: 607
  grt_max_degree: 6
  antenna_found_initial: 0
  grt_pass1_vias: 134
placed_design:
  port-buffer-count: 3
  gp_congestion: 0.6739
  placed_area_sq_um: 245.2
job:
  drv_cap: 0
  warnings: 27
run_status:
  violations: "setup timing"
  status: "finished, violations left"
worst_hold_path:
  hp-class: "primary input to asynchronous set/reset pin"
==> cells in the final DEF, fill, tap and decap left out <==
cell	instances
nor2_1	2
clkdlybuf4s50_1	2
buf_2	1
o21ai_0	1
clkbuf_4	3
clkbuf_1	1
dfrtp_1	3
o31a_1	1
nor2b_1	2
dfstp_2	1
nand2_1	1
nor2_2	1
buf_4	2
==> logic make-up after synthesis <==
logic type	count (synthesis)	share of synthesized area [%]
AOI/OAI and AO/OA	2	9.647
DFF	4	71.05
and+or+nand+nor	6	19.29
==> what timing repair did <==
item                                    in CTS  in global routing
gates resized                                3                  1
hold buffers                                 0                  0
pin swaps                                    2                  1
endpoints found under the setup margin       1                  1
setup buffers                                0                  0
==> per-stage QoR <==
| step | util, % | instances | TNS [ns] | setup WS [ns] | total power [mW] |
|---|---|---|---|---|---|
| 2_1_floorplan | - | 12 | 0 | 0.3698 | 0.1699 |
| 3_3_place_gp | 7.179 | 63 | -0.2685 | -0.2685 | 0.1904 |
| 3_5_place_dp | 7.179 | 63 | -0.2994 | -0.2994 | 0.1933 |
| 4_1_cts | 7.802 | 67 | -0.06115 | -0.06115 | 0.3869 |
| 5_1_grt | 7.875 | 67 | -0.09262 | -0.09262 | 0.4070 |
| 6_report | 7.875 | 67 | -0.02988 | -0.02988 | 0.3795 |
==> worst register-to-register path, stage by stage, from the launching register on <==
cell,delay (ns)
dfstp_2,0.53
buf_4,0.11
nor2_1,0.03
o21ai_0,0.15
==> per-layer routing <==
metal	track usage, %	vias to the layer above	wire (microns)
met2	1.204	7	107
met4	0.3521	0	0
met5	0	-	0
met1	1.338	58	150
li1	-	57	-
met3	2.500	0	96
==> cell type report <==
cell class                      count  area share, %
Sequential cell                     4          37.67
Clock buffer                        4          9.767
Timing Repair Buffer                5          14.88
Tap cell                           46          21.40
Multi-Input combinational cell      8          16.28
==> worst min path at each step <==
stage | from | to | slack [ns]
global route | reset | state[3] | 0.21
CTS | reset | state[3] | 0.20
finish | reset | state[3] | 0.21
==> power groups by stage <==
stage / Sequential [mW] / Clock, mW / Combinational (mW)
final: 0.157 / 0.188 / 0.0346
after CTS: 0.156 / 0.196 / 0.0345
after global routing: 0.158 / 0.209 / 0.0395
Power and IR drop assume default switching activity.
