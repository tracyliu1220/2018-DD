**/design/flow/config.mk**
```make
export PLATFORM = sky130hd
export DESIGN_NAME = Lab2_borrow_lookahead_4_bit_sub
export DESIGN_NICKNAME = Lab2_borrow_lookahead_4_bit_sub
export VERILOG_FILES = /design/flow/design.v
export SDC_FILE = /design/flow/constraint.sdc
export NUM_CORES = 4
export LEC_CHECK = 1
export CORE_AREA = 10 10 70 70
export DIE_AREA = 0 0 80 80
```
**/design/flow/constraint.sdc**
```tcl
current_design Lab2_borrow_lookahead_4_bit_sub

set clk_period 2.3
set clk_io_pct 0.2

create_clock -name clk0 -period $clk_period

set non_clock_inputs [all_inputs -no_clocks]
set_input_delay [expr $clk_period * $clk_io_pct] -clock clk0 $non_clock_inputs
set_output_delay [expr $clk_period * $clk_io_pct] -clock clk0 [all_outputs]
```
**/design/flow/design.v**
```verilog
module Lab2_borrow_lookahead_4_bit_sub(output [3:0] Diff, output Bout, input [3:0] X, Y, input Bin);
	wire [3:0] P, B, G;
	assign P[0] = !(X[0] ^ Y[0]);
	assign P[1] = !(X[1] ^ Y[1]);
	assign P[2] = !(X[2] ^ Y[2]);
	assign P[3] = !(X[3] ^ Y[3]);
	assign G[0] = !X[0] && Y[0];
	assign G[1] = !X[1] && Y[1];
	assign G[2] = !X[2] && Y[2];
	assign G[3] = !X[3] && Y[3];
	assign B[1] = P[0] && Bin || G[0];
	assign B[2] = P[1] && P[0] && Bin || P[1] && G[0] || G[1];
	assign B[3] = P[2] && P[1] && P[0] && Bin || P[2] && P[1] && G[0] || P[2] && G[1] || G[2];
	assign Bout = P[3] && P[2] && P[1] && P[0] && Bin || P[3] && P[2] && P[1] && G[0] || P[3] && P[2] && G[1] || P[3] && G[2] || G[3];
	assign Diff[0] = !P[0] ^ Bin;
	assign Diff[1] = !P[1] ^ B[1];
	assign Diff[2] = !P[2] ^ B[2];
	assign Diff[3] = !P[3] ^ B[3];
endmodule
```
**/design/flow/run.sh**
```bash
#!/bin/bash
# OpenROAD 26Q1-2900-gdf79404cd8, Yosys 0.63+post, stock flow scripts
make -C /OpenROAD-flow-scripts/flow DESIGN_CONFIG=/design/flow/config.mk WORK_HOME=/design/flow/orfs finish
```
==> impl_metrics.tcl <==
# collected from the flow reports
set metrics [dict create \
    antenna_found_initial 0 \
    setup_slack_ns 0.07419 \
    syn-instance-count 20 \
    synth_xor_xnor_area_share_pct 16.54 \
    stage_log_warnings 32 \
    fp_util_pct 4.652 \
    timing_worst_slew_pin_value_ns 0.2001 \
    grt_first_pass_wirelength_um 966 \
    first_iter_violations 8 \
    vias 195 \
    largest_area_cell "sky130_fd_sc_hd__ha_1" \
    grt.total_usage_pct 1.848 \
    area_share_of_and_or_or_and_cells_after_synthesis_pct 20.47 \
    top_cell "sky130_fd_sc_hd__inv_1" \
    power.leakage_nw 0.1952 \
    row_count 21 \
    critical_path.endpoint_type "output pin" \
    drcViolationCount 0 \
    finalNonFillerCells 86 \
    drt.antenna.violating_nets 0 \
    irDropWorstVdd_mv 0.02681 \
    top_cell_types_by_occurrence_after_synthesis "6 x sky130_fd_sc_hd__inv_1, 4 x sky130_fd_sc_hd__ha_1, 2 x sky130_fd_sc_hd__nor2_1, 2 x sky130_fd_sc_hd__xnor2_1" \
    place_hpwl_um 530.8 \
    grt_max_degree 4 \
    wirelength_um 608 \
    start_kind "input port" \
    postLayoutCellArea_um2 424.2 \
    synth.cellmix.adderShare_pct 44.09 \
    fp.dieW_um 80 \
    drt-wirelength-per-cell_um 7.070 \
    pre_cts_slack_ns -0.4561 \
    postPlaceCellArea_um2 371.6 \
    clockBufferCount 0 \
    yosys-stat-area_um2 158.9 \
    final_core_utilization_pct 12.42 \
    report.power.total_mw 0.08720 \
    synthSimpleGateAreaFrac_pct 4.724 \
    route.antenna.diode_count 0 \
    die_area_um2 6400 \
    worst_ep_required_time_ns 1.84 \
    yosysUniqueCellTypes 10 \
    io_buffer_count 14 \
    synth.top_cells.by_area "sky130_fd_sc_hd__ha_1 31%, sky130_fd_sc_hd__inv_1 14%, sky130_fd_sc_hd__fa_1 13%" \
    mux_area_share_pct 0 \
    fin_crit_ns 2.226 \
    grt_setup_unrepaired "false" \
    critPathKind "in2out" \
    setup_viol 0 \
    dr.pass1.iters 2 \
    total_negative_slack_for_setup_checks_ns 0 \
    vias_in_the_first_global_route 207 \
    drive_gt1_share_pct 42.50 \
    status "finished clean" \
    maxSlewViolCount 0 \
    detail_route.vias_per_cell 2.267 \
    critPathMaxFanout 2 \
    gr-total-overflow 0 \
    place_congestion 0.6497 \
    synth.top_cell.area_share_pct 31.50 \
    synth-seq-area-share_pct 0 \
    io_pins 14 \
    fin_hold_viols 0 \
    type_of_the_most_critical_hold_path "in2out" \
    placeableCoreArea_um2 3416 \
    ys_warn_count 0 \
    post_route_hold_slack_ns 1.497 \
    layout.sequential_cells 0 \
    slew_headroom_pct 86.64 \
    syn-cell-area_um2 158.9 \
    arrival_ns 1.77 \
    final.period_utilization_pct 96.77 \
    maxCapViolations 0 \
    synth_area_per_cell_um2 7.945 \
    fillCellCount 395 \
    area_growth_pct 166.9 \
    place_inst 82 \
    power.density_nw_per_um2 205.6 \
    die_h_um 80 \
    synth.yosys.num_cells 20 \
    timing.fmax_mhz 449.3 \
    storage_element_area_um2 0 \
    topCombFamilyByArea "adder cells" \
]
## power breakdown
part	internal [mW]	switching, mW
logic	0.0582	0.0290
registers	0	0
clock network	0	0
## cell type report
cell class,count,area (µm²),area share [%]
Multi-Input combinational cell,14,181.4,42.77
Timing Repair Buffer,20,162.7,38.35
Tap cell,46,57.56,13.57
Inverter,6,22.52,5.310
## path summary, 6_finish.rpt
check / from / end / slack [ns] / cells after the start
worst min-delay path: Y[2] / Diff[2] / 1.50 / 4
worst max-delay path: X[0] / Diff[3] / 0.07 / 9
## layer usage
layer | vias to the layer above | share of wire (%) | wire (µm) | GRT usage, %
met5 | - | 0 | 0 | 0
met4 | 0 | 0 | 0 | 0
met3 | 0 | 13 | 79 | 0.5682
met2 | 8 | 51 | 311 | 3.612
met1 | 82 | 36 | 217 | 1.980
li1 | 105 | - | - | -
## placed cells by master, fill, tap and decap left out, drive strengths merged, types with 2 or more instances in the layout
cell / instances
xnor2: 2
nor2: 2
buf: 8
inv: 6
dlygate4sd2: 7
ha: 4
clkdlybuf4s50: 3
## kinds of logic (layout without fill, tap and decap cells)
group,count (synthesis),in the layout
AND-OR/OR-AND,4,4
adder cells (fa/ha/maj),5,5
XOR/XNOR,3,3
AND/OR/NAND/NOR,2,2
buffers and inverters,6,26
## worst max-delay path, cell delays in order
cell                              delay (ns)
sky130_fd_sc_hd__clkdlybuf4s15_2        0.18
sky130_fd_sc_hd__inv_1                  0.08
sky130_fd_sc_hd__ha_4                   0.20
sky130_fd_sc_hd__a211oi_2               0.24
sky130_fd_sc_hd__o21bai_1               0.12
sky130_fd_sc_hd__buf_4                  0.14
sky130_fd_sc_hd__buf_4                  0.13
sky130_fd_sc_hd__xnor2_2                0.12
sky130_fd_sc_hd__buf_2                  0.10
## what timing repair did
item                                    CTS  global route
hold buffers                              0             0
gates resized                            25             2
setup buffers                             5             0
endpoints found under the setup margin    5             1
pin swaps                                 9             2
Power and IR drop assume default switching activity.
