--- ./design.v ---
module Lab2_full_sub(output D, B, input x, y, z);
	wire wD_1, wB_1, wB_2;
	Lab2_half_sub_dataflow half_sub_1(wD_1, wB_1, x, y);
	Lab2_half_sub_dataflow half_sub_2(D, wB_2, wD_1, z);
	or
		G_or_1(B, wB_1, wB_2);
endmodule
module Lab2_half_sub_dataflow(output D, B, input x, y);
	assign D = x ^ y;
	assign B = !x && y;
endmodule
module Lab2_ripple_borrow_4_bit_sub(output [3:0] Diff, output Bout, input [3:0] X, Y, input Bin);
	wire [2:0] B;
	Lab2_full_sub FS_1(Diff[0], B[0], X[0], Y[0], Bin);
	Lab2_full_sub FS_2(Diff[1], B[1], X[1], Y[1], B[0]);
	Lab2_full_sub FS_3(Diff[2], B[2], X[2], Y[2], B[1]);
	Lab2_full_sub FS_4(Diff[3], Bout, X[3], Y[3], B[2]);
endmodule
--- ./run.sh ---
#!/bin/bash
# OpenROAD 26Q1-2900-gdf79404cd8, Yosys 0.63+post, stock flow scripts
make -C /OpenROAD-flow-scripts/flow DESIGN_CONFIG=/design/flow/config.mk WORK_HOME=/design/flow/orfs finish
--- ./config.mk ---
export PLATFORM = sky130hd
export DESIGN_NAME = Lab2_ripple_borrow_4_bit_sub
export DESIGN_NICKNAME = Lab2_ripple_borrow_4_bit_sub
export VERILOG_FILES = /design/flow/design.v
export SDC_FILE = /design/flow/constraint.sdc
export NUM_CORES = 4
export LEC_CHECK = 1
export CORE_AREA = 10 10 70 70
export DIE_AREA = 0 0 80 80
--- ./constraint.sdc ---
current_design Lab2_ripple_borrow_4_bit_sub

set clk_period 3.8
set clk_io_pct 0.2

create_clock -name clk0 -period $clk_period

set non_clock_inputs [all_inputs -no_clocks]
set_input_delay [expr $clk_period * $clk_io_pct] -clock clk0 $non_clock_inputs
set_output_delay [expr $clk_period * $clk_io_pct] -clock clk0 [all_outputs]
==> deck_impl_summary.md <==
Flow Results at a Glance

Final timing
  – Minimum clock period after layout: 3.671 ns
  – Final Hold Viols: 0
  – Worst slew slack as a fraction of its limit: 93.72%
  – Final-report setup violation count: 0
  – Fraction of the cycle the final worst path needs: a little over nine tenths
  – Achievable frequency: 272.4 MHz
  – Slew @ Worst Pin: 0.09384 ns
  – Setup repair after global routing missed its margin: no
  – Setup slack of the critical path after layout: 0.1293 ns
  – Max-slew violation count: 0

Synthesis
  – Synth top cells by count: 10 x sky130_fd_sc_hd__inv_1, 4 x sky130_fd_sc_hd__buf_4, 4 x sky130_fd_sc_hd__fa_1
  – Distinct lib cells used: 3
  – Count leader, synth: sky130_fd_sc_hd__inv_1
  – Warnings, synthesis: 0
  – Post-synthesis sequential area ratio: 0%
  – Synthesized instance count: 18
  – Library cell occupying the most area in the post-synthesis netlist: sky130_fd_sc_hd__fa_1
  – Synthesized area per cell: 8.202 um^2
  – Post-Syn Area: 147.6 um^2
  – Top cell area share: 54.24%
  – Top area cells in the synthesized netlist: sky130_fd_sc_hd__fa_1 54%, sky130_fd_sc_hd__inv_1 25%, sky130_fd_sc_hd__buf_4 20%
  – Summed standard-cell area reported by yosys: between 100 and 150 um^2
  – Post-synthesis cell count from yosys: 18

Power
  – Lkg Pwr: 0.1439 nW
  – Total design power: 36.32 uW
  – VDD IR max: 31.71 uV
  – PD cells: 113.0 mW/mm^2

Detailed routing
  – Antenna fix cells: 0
  – WL per Instance: 5.716 um
  – Total Wirelength: 423 um
  – Total vias in the final route: 126
  – DRC Markers: 0
  – Violation count after the first detailed-route iteration: 0
  – Post-detailed-route via-to-cell ratio: 1.703
  – Post-route antenna net violation count: 0
  – Length of the first detailed-routing pass in iterations: 1

Finish
  – Flip-flops: 0
  – Clk_buf instances: 0
  – Storage element area: 0 um^2
  – Synth-to-Final Area Change: 117.8%
  – Final standard cell area without fillers: 321.6 um^2
  – Number of fill cells: roughly 410
  – Post-layout instance count excluding filler cells: 74
  – End-of-flow core utilization: 9.414%
  – Ratio of cells with drive above 1 in the final layout: 14.29%

Status
  – Run status: complete, no violations

Floorplan
  – Total die area: 0.006400 mm^2
  – IO Pins: 14
  – Core footprint: 0.003416 mm^2
  – Floorplan die height: 80 um
  – Die Span X: 80 um
  – Number of standard-cell rows in the floorplan: 21
  – Core utilization before placement: under 10%

Setup path
  – Arrival time at the worst endpoint: 2.91 ns
  – CP Capture Type: output port
  – Kind of critical path: in -> out
  – Largest fanout on the critical path: 1
  – Critical path required time: 3.04 ns
  – Critical Path Source Type: input pin

Place
  – Placed cell count: 74
  – Estimated wirelength of the detail-placed design: 417.2 um
  – Input/output buffers: 14
  – Cell area after placement: 315.3 um^2
  – RD Place Congestion: 0.7435
  – Minimum setup slack after placement: -0.1240 ns

Clock tree
  – Total setup buffers inserted after CTS: 0

Global routing
  – Vias in the first global route: roughly 120
  – Maximum number of pins on one net before global-route repair: 2
  – Antenna violations before repair: 0
  – First-pass GRT wire length: 565 um
  – Sum of overflow across all layers after global routing: 0
  – GRT Total Usage: 1.138%

Min path
  – Cell count of the worst hold path: 4
  – Worst min-delay path category: in -> out

Job
  – Number of violations of the max-capacitance limit: 0
  – Tally of OpenROAD warnings: 32
[area by class of cell]
cell class / count / area, um^2 / share of cell area, %
Timing Repair Buffer: 14 / 141.4 / 43.97
Tap cell: 46 / 57.56 / 17.90
Multi-Input combinational cell: 4 / 85.08 / 26.46
Inverter: 10 / 37.54 / 11.67
[critical path, cell delays in order]
cell and delay [ns]:
sky130_fd_sc_hd__clkdlybuf4s50_1 0.49, sky130_fd_sc_hd__fa_2 0.21, sky130_fd_sc_hd__inv_2 0.04, sky130_fd_sc_hd__fa_2 0.34
sky130_fd_sc_hd__fa_1 0.36, sky130_fd_sc_hd__inv_1 0.07, sky130_fd_sc_hd__fa_1 0.39, sky130_fd_sc_hd__dlygate4sd2_1 0.25
[placed cells by master (no fill, tap or decap)]
master and instances:
sky130_fd_sc_hd__clkdlybuf4s50_1 12, sky130_fd_sc_hd__fa_1 2, sky130_fd_sc_hd__fa_2 2, sky130_fd_sc_hd__dlymetal6s2s_1 1, sky130_fd_sc_hd__dlygate4sd2_1 1, sky130_fd_sc_hd__inv_2 2, sky130_fd_sc_hd__inv_1 8
[path summary, 6_finish.rpt]
path | from | to | slack, ns
setup / recovery | X[0] | Diff[3] | 0.13
hold / removal | Y[3] | Diff[3] | 2.33
[kinds of logic (layout without fill, tap and decap cells)]
family | count (synthesis) | in the layout | share of synthesized area, %
buffers and inverters | 14 | 24 | 45.77
adder cells (fa/ha/maj) | 4 | 4 | 54.24
[through the flow]
stage	setup TNS (ns)	hold slack, ns
6_report	0	2.334
3_5_place_dp	-0.1240	2.584
4_1_cts	0	2.353
3_3_place_gp	-0.1126	2.586
5_1_grt	0	2.368
2_1_floorplan	0	1.680
[where the power goes]
group	internal (mW)	leakage [nW]	switching (mW)	total [mW]
Clock	0	0	0	0
Combinational	0.0257	0.144	0.0106	0.0363
Sequential	0	0	0	0
Total	0.0257	0.144	0.0106	0.0363
[routing by layer]
metal	vias to the layer above	GRT usage, %	wire length (um)
met5	-	0	0
li1	60	-	-
met2	14	1.204	101
met4	0	0	0
met1	52	1.808	222
met3	0	0.7955	99
[repair_timing]
item                                    4_1_cts  5_1_grt
hold buffers                                  0        0
endpoints found under the setup margin        1        2
pin swaps                                     1        1
resized                                       4        2
No activity file was given, so power comes from the tool's default toggle rates.
